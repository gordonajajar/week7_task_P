==> design/flow/design.v <==
`timescale 1ns / 1ps
module draw_circle(
    input [15:0] colour,
    input [6:0] px, py, base_x, base_y,
    output [15:0] oled_data
    );
    localparam BLACK = 16'h0000;
    wire [6:0] x1; 
    wire [6:0] x2;
    assign x1 = (px > base_x) ? px - base_x : base_x - px;
    assign x2 = (py > base_y) ? py - base_y : base_y - py;
    assign oled_data = ((x1 * x1) + (x2 * x2) <= 36) 
                       ? colour 
                       : BLACK;
endmodule
==> design/flow/run.sh <==
#!/bin/bash
# OpenROAD 26Q1-2900-gdf79404cd8, Yosys 0.63+post, stock flow scripts
make -C /OpenROAD-flow-scripts/flow DESIGN_CONFIG=/design/flow/config.mk WORK_HOME=/design/flow/orfs finish
==> design/flow/config.mk <==
export PLATFORM = sky130hd
export DESIGN_NAME = draw_circle
export DESIGN_NICKNAME = draw_circle
export VERILOG_FILES = /design/flow/design.v
export SDC_FILE = /design/flow/constraint.sdc
export NUM_CORES = 4
export LEC_CHECK = 1
export CORE_UTILIZATION = 30
==> design/flow/constraint.sdc <==
current_design draw_circle

set clk_period 11.1
set clk_io_pct 0.2

create_clock -name clk0 -period $clk_period

set non_clock_inputs [all_inputs -no_clocks]
set_input_delay [expr $clk_period * $clk_io_pct] -clock clk0 $non_clock_inputs
set_output_delay [expr $clk_period * $clk_io_pct] -clock clk0 [all_outputs]
==> flow_summary.json <==
{
  "status": "complete, but fails checks",
  "violations": "negative setup slack",
  "highest_layer": "met4",
  "clock.fmax_mhz": 83.84,
  "syn_area_mm2": 0.003877,
  "grt_pass1_wl_um": 17310,
  "cp_common_cell": "fa_1",
  "vias": 3752,
  "max_stage_delay_ns": 0.54,
  "finalMaxSlewViolations": 0,
  "required_ns": 8.88,
  "drc": 0,
  "cap_violations": 0,
  "setup_violations": 16,
  "min_path_type": "in -> out",
  "crit_fanout": 6,
  "die_w_um": 115.7,
  "critical-path-top-delay-family": "adder cells",
  "vias_per_cell": 4.537,
  "dr.pass1.iters": 4,
  "nClkBuffers": 0,
  "hold_viol_final": 0,
  "grt_use_total": 0.1605,
  "synth_cell_types": 43,
  "avgRoutedWirePerCell_um": 11.47,
  "yosys_area_mm2": 0.003877,
  "ys_seq_frac": 0,
  "fp-utilization": 0.3073,
  "drt-met1-wl_um": 4772,
  "relSlewSlack": 0.7182,
  "globalplace.congestion": 0.9114,
  "top_cell": "inv_1",
  "num_antenna_cells": 0,
  "openroad.warnings": 47,
  "die_height_um": 115.7,
  "dpl.hpwl_um": 7786,
  "tightest_slew_ns": 0.4120,
  "drt-total-wl_um": 9487,
  "ios": 60,
  "path_buffers": 11,
  "grt_overflow": 0,
  "finalNonFillerCells": 827,
  "synth_area_per_cell_um2": 8.321,
  "period_needed_ns": 11.93,
  "io_buffer_count": 60,
  "whs_ns": 5.075,
  "grt_max_degree": 17,
  "yosys-top-cells-area": "fa_1, ha_1, inv_1, nor2_1, xor2_1",
  "worstSetupPathType": "in -> out",
  "chipArea_mm2": 0.01338,
  "area_growth_pct": 61.41,
  "row_count": 41,
  "drive_gt1_frac": 0.4351,
  "flop_area_um2": 0,
  "cts_hold_buf": 0,
  "crit_slowest_cell": "fa_1",
  "dp.cells": 798,
  "synthTopCellsByCount": "inv_1, ha_1, fa_1",
  "setup_ws_ns": -0.8280,
  "arrival_ns": 9.71,
  "netlist.top_cell.by_area": "fa_1",
  "seq_cell_count": 0,
  "synthCells": 466,
  "pre_cts_ws_ns": -1.271,
  "rsz0062_at_grt": "yes",
  "endpoint_kind": "primary output",
  "grt_pass1_vias": 3987,
  "ys.warnings.count": 0,
  "start_kind": "primary input",
  "wl_met3_um": 327,
  "top_cell_area_share": 0.2788,
  "met2_length_um": 4360,
  "yosys_cells": 466,
  "antenna_found_initial": 0,
  "postRouteAntennaNets": 0,
  "drt_iter0_markers": 139,
  "period_used_share": 1.075,
  "core_mm2": 0.01262
}
## worst paths after layout
check                 startpoint            end  slack, ns  cells past startpoint
worst max-delay path   base_y[0]   oled_data[7]      -0.83                     31
worst min-delay path  colour[15]  oled_data[15]       5.08                      3
## routing by layer
layer / global-route usage / vias to the layer above
met5: 0 / -
li1: - / 1896
met4: 0 / 0
met1: 0.2427 / 1804
met2: 0.2723 / 50
met3: 0.01545 / 2
## repair_timing
item                                    CTS  global route
buffers inserted                         15            13
pin swaps                                36            27
endpoints found under the setup margin   16            16
resized                                 151            65
gates cloned                              1             0
## cells by family after synthesis
family | synth area share
AND-OR/OR-AND | 0.1175
buffers and inverters | 0.1075
AND/OR/NAND/NOR | 0.1707
adder cells (fa/ha/maj) | 0.5144
multiplexers | 0.03130
XOR/XNOR | 0.05873
## metrics by stage
step	setup TNS, ns	utilization	area (um2)
after floorplan	-0.9008	-	4155
after global placement	-18.60	0.4543	5733
after detailed placement	-20.10	0.4543	5733
after CTS	-11.83	0.4833	6100
after global routing	-15.70	0.4959	6259
final	-10.98	0.4959	6259
## final cells by class
type | count | area, um2
fillers | 1105 | 6361
inverters | 102 | 395.4
multi-input cells | 357 | 4100
well taps | 172 | 215.2
repair buffers | 196 | 1548
## placed cells by master, fill, tap and decap left out, types with 5 or more instances in the layout
cell type,n
buf_4,129
inv_1,77
fa_1,50
ha_1,46
nor2_1,29
inv_2,21
clkdlybuf4s50_1,21
ha_4,19
a21oi_1,16
clkbuf_2,15
nand2_1,14
nand2b_1,11
xor2_1,11
xnor2_1,11
and3_4,10
buf_2,9
nor2b_1,8
ha_2,8
a21oi_2,7
and3_1,7
buf_6,7
a21o_1,6
nand3_1,6
and2_1,5
dlygate4sd2_1,5
