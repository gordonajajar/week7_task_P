$ cat flow/design.v
`timescale 1ns / 1ps
module draw_digit #(
    parameter integer WIDTH     = 28,
    parameter integer HEIGHT    = 48,
    parameter integer THICKNESS = 8
) (
    input  wire        set,             
    input  wire [3:0]  value,           
    input  wire [6:0]  px, py,          
    input  wire [6:0]  base_x, base_y,  
    input  wire [15:0] colour,          
    output wire [15:0] oled_data
);
    localparam [15:0] BLACK = 16'h0000;
    localparam integer V = (HEIGHT - 3*THICKNESS) / 2;
    wire inside_x = (px >= base_x) && (px < base_x + WIDTH);
    wire inside_y = (py >= base_y) && (py < base_y + HEIGHT);
    wire inside = set && inside_x && inside_y;
    wire [6:0] rx = inside_x ? (px - base_x) : 7'd0;
    wire [6:0] ry = inside_y ? (py - base_y) : 7'd0;
    wire seg_a = (ry < THICKNESS);  
    wire seg_f = ( (ry >= 0) && (ry < 2*THICKNESS + V) && (rx < THICKNESS) );  
    wire seg_b = ( (ry >= 0) && (ry < 2*THICKNESS + V) && (rx >= (WIDTH - THICKNESS)) );  
    wire seg_g = ( (ry >= (THICKNESS + V)) && (ry < (2*THICKNESS + V)) );  
    wire seg_e = ( (ry >= (THICKNESS + V)) && (ry < HEIGHT) && (rx < THICKNESS) );  
    wire seg_c = ( (ry >= (THICKNESS + V)) && (ry < HEIGHT) && (rx >= (WIDTH - THICKNESS)) );  
    wire seg_d = (ry >= (HEIGHT - THICKNESS)) && (ry < HEIGHT);  
    reg [6:0] seg_mask_dec;
    always @ (*) begin
        case (value)
            4'd0: seg_mask_dec = 7'b1111110;  
            4'd1: seg_mask_dec = 7'b0110000;  
            4'd2: seg_mask_dec = 7'b1101101;  
            4'd3: seg_mask_dec = 7'b1111001;  
            4'd4: seg_mask_dec = 7'b0110011;  
            4'd5: seg_mask_dec = 7'b1011011;  
            4'd6: seg_mask_dec = 7'b1011111;  
            4'd7: seg_mask_dec = 7'b1110000;  
            4'd8: seg_mask_dec = 7'b1111111;
            4'd9: seg_mask_dec = 7'b1111011;  
            default: seg_mask_dec = 7'b0000000;
        endcase
    end
    wire [6:0] seg_mask = seg_mask_dec;
    wire any_on =
        (seg_mask[6] && seg_a) ||
        (seg_mask[5] && seg_b) ||
        (seg_mask[4] && seg_c) ||
        (seg_mask[3] && seg_d) ||
        (seg_mask[2] && seg_e) ||
        (seg_mask[1] && seg_f) ||
        (seg_mask[0] && seg_g);
    assign oled_data = (inside && any_on) ? colour : BLACK;
endmodule
$ cat flow/run.sh
#!/bin/bash
# OpenROAD 26Q1-2900-gdf79404cd8, Yosys 0.63+post, stock flow scripts
make -C /OpenROAD-flow-scripts/flow DESIGN_CONFIG=/design/flow/config.mk WORK_HOME=/design/flow/orfs finish
$ cat flow/config.mk
export PLATFORM = sky130hd
export DESIGN_NAME = draw_digit
export DESIGN_NICKNAME = draw_digit
export VERILOG_FILES = /design/flow/design.v
export SDC_FILE = /design/flow/constraint.sdc
export NUM_CORES = 4
export LEC_CHECK = 1
export CORE_AREA = 10 10 89 89
export DIE_AREA = 0 0 99 99
$ cat flow/constraint.sdc
current_design draw_digit

set clk_period 6.8
set clk_io_pct 0.2

create_clock -name clk0 -period $clk_period

set non_clock_inputs [all_inputs -no_clocks]
set_input_delay [expr $clk_period * $clk_io_pct] -clock clk0 $non_clock_inputs
set_output_delay [expr $clk_period * $clk_io_pct] -clock clk0 [all_outputs]
==> CHANGELOG.md <==
### Changed

* Global-route wire length before repair at 6.87 mm
* WL final at 4.18 mm
* Syn Inst Count at 196
* Slowest Stage Delay on Critical Path at 0.51 ns
* DRC at 0
* Antenna Diode Count at 0
* Worst vdd ir at 0.0295 mV
* Wire length per cell at 12.5 microns
* Initial DRC Count at 9
* Logic area at 1390 sq um
* Final tally of setup violations at 0
* Flops at 0
* Share of cells above drive strength 1 at 8.49%
* Slew @ Worst Pin at 0.506 ns
* Clock group share of total power at 0%
* Fp_density at 25.3%
* Min Hold Slack at 3.63 ns
* Die ar. at 9800 sq um
* Final setup margin at 0.524 ns
* Vias in the first global route at 1540
* Top Family by Delay on Critical Path: buffers and inverters
* Crit-path cells: clkdlybuf4s50_1, inv_1, ha_1, xor2_1, ha_1, a21o_1, o21ai_0, o21ai_1, a211o_1, or3b_4, a311oi_2, o21ai_2, buf_4, a21boi_0, clkdlybuf4s50_1
* Max-Cap Viols at 0
* Min Tclk post-route at 6.28 ns
* Slew headroom at 65.4%
* WS Path Type: in -> out
* Final ANT Viol Nets at 0
* IO Pins at 65
* Levels on crit path at 15
* Placed cell areas at 2240 sq um
* Int Pwr at 0.0757 mW
* Yosys synthesis warning count at 1
* Chip width at 99 microns
* Synth cell count leaders: 29 x ha_1, 24 x inv_1, 13 x a21oi_1
* Critical path fanouts, max at 16
* Post-DP HPWL at 3.74 mm
* Area leader share at 24.0%
* Log Warnings at 40
* Initial antenna violation count at 0
* CTS Hold Bufs at 0
* First-pass DRT Iterations at 4
* Worst setup EP type: output pin
* Power per cell area at 64.0 nW/um^2
* Cell area leaders: ha_1 24%, a21boi_2 7.4%, inv_1 6.0%
* Seq pwr share at 0%
* Synthesized area at 1510 sq um
* Critical Path Start Type: input pin
* Outcome: finished, final reports clean
* RD Place Congestion at 0.832
* Fin crit share at 92.3%
* Worst Path Buf+Inv at 4
* Worst hold stages at 3
* Cell type with the highest aggregate area in the netlist: ha_1
* Design area at 2240 sq um
* Flop area at 0 sq um
* CP arrival at 4.92 ns
* Slowest cell on crit path: clkdlybuf4s50_1
* Count leader, synth: ha_1
* Port Buf Inserts at 65
* Via density at 4.83
* GRT Util Overall at 7.85%
* Setup_tns at 0 ns
* Sw Share at 47.1%
* Fmax at 159 MHz
* Switching Power at 0.0676 mW
* FP Rows at 28
* Area delta synth->final at 48.1%
* Largest net degree at the start of global routing at 17
* Crit path DRT at 5.44 ns
* Core ar. at 5990 sq um
* Yosys cell count at 196
* Final Hold Vio Count at 0
* Clkbuf count at 0
* Die Span Y at 99 microns
* Placement Setup Slack at 0.512 ns
* Placed insts at 334
* Post-CTS Setup Bufs at 0
* Global route total overflow at 0
* Hold crit path type: in -> out
* Pins Over Slew Limit at 0
* Vias at 1614
* Post-synthesis cell type count at 54
* Gate power share at 100.0%
* Synth Seq Share at 0%
* Fill cell count at 620
* Resize count post-CTS at 0
* Tot Pwr at 0.143 mW
* RSZ-0062 raised after global routing: false
* Average size of a mapped cell at 7.72 sq um
* Non-filler cells, final at 334
* Leakage at 0.908 nW
* Yosys Chip Area at 1510 sq um
* Finished Core Util at 37.4%
[final timing paths]
check | slack (ns) | end | from
max | 0.52 | oled_data[1] | base_y[4]
min | 3.63 | oled_data[2] | colour[2]
[final cells by class]
class                           count  area share, %
Tap cell                           75           4.19
Inverter                           24           4.02
Multi-Input combinational cell    168           62.1
Timing Repair Buffer               67           29.7
[layout by cell type, fill, tap and decap left out, types with 3 or more instances in the layout]
cell             instances
o211ai_1                 4
a21boi_2                10
nor3_1                   3
xnor2_1                  7
a21boi_0                 7
ha_1                    29
clkdlybuf4s50_1         65
o21ai_1                  3
o21a_1                   6
and3_1                   3
nand2_1                  4
inv_1                   24
a21o_1                   5
nor2_1                  11
a21oi_1                 13
o21ai_0                 10
xor2_1                   4
a211oi_1                 3
[tightest hold or removal path: cells and delay by family]
family / cells / cell delay (ns)
buffers and inverters: 2 / 0.80
AOI/OAI and AO/OA: 1 / 0.11
[kinds of logic (layout without fill, tap and decap cells)]
logic type	count (synthesis)	count (layout)	share of synthesized area (%)
mux	1	1	0.662
simple gates	42	42	15.9
fa+ha+maj	31	31	26.6
buf+inv	28	91	8.11
compound gates	83	83	42.3
xor+xnor	11	11	6.37
[per-layer routing]
layer	wire length, microns	vias to the layer above	track usage, %	part of all wire, %
li1	-	865	-	-
met1	1750	723	9.00	42
met4	0	0	0	0
met3	189	0	0.916	4.5
met5	0	-	0	0
met2	2240	26	15.7	54
[power by group through the flow]
stage | clock, mW | combinational, mW | sequential (mW)
4_1_cts | 0 | 0.145 | 0
5_1_grt | 0 | 0.162 | 0
6_report | 0 | 0.143 | 0
Power is estimated from default activity; no workload was simulated.
